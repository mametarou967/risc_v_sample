`./constraint.sdc`:
```
current_design ALU_RESULT_SELECTOR

set clk_period 1.0
set clk_io_pct 0.2

create_clock -name clk0 -period $clk_period

set non_clock_inputs [all_inputs -no_clocks]
set_input_delay [expr $clk_period * $clk_io_pct] -clock clk0 $non_clock_inputs
set_output_delay [expr $clk_period * $clk_io_pct] -clock clk0 [all_outputs]
```
`./run.sh`:
```
#!/bin/bash
# OpenROAD 26Q1-2900-gdf79404cd8, Yosys 0.63+post, stock flow scripts
make -C /OpenROAD-flow-scripts/flow DESIGN_CONFIG=/design/flow/config.mk WORK_HOME=/design/flow/orfs finish
```
`./design.v`:
```
module ALU_RESULT_SELECTOR(
	input ALU_RESULT_SEL,
	input [31:0] REGISTERE_READ_DATA,
	input [31:0] EXTENDED_IMM_DATA,
	output [31:0] ALU_SRC_B
);
assign ALU_SRC_B = (ALU_RESULT_SEL == 1'b0) ?
	REGISTERE_READ_DATA :
	EXTENDED_IMM_DATA;
endmodule
```
`./config.mk`:
```
export PLATFORM = sky130hd
export DESIGN_NAME = ALU_RESULT_SELECTOR
export DESIGN_NICKNAME = ALU_RESULT_SELECTOR
export VERILOG_FILES = /design/flow/design.v
export SDC_FILE = /design/flow/constraint.sdc
export NUM_CORES = 4
export LEC_CHECK = 1
export CORE_AREA = 10 10 70 70
export DIE_AREA = 0 0 80 80
```
==> impl_metrics.csv <==
group,metric,value,unit
clock_network,cts_hold_buf,0,
grt,antenna_found_initial,0,
sta,setup_viol,32,
sta,finalClockPeriodUsage,109,%
grt,grt_max_degree,12,
synthesis,avgSynthCellArea,15.1,µm²
detailed_routing,totalWireLength,2740,µm
run_status,status,"finished with violations",
floorplanning,rows,21,
worst_setup_path,crit_chain,"buf_12 -> clkbuf_16 -> mux2_4 -> buf_6",
worst_setup_path,cp-end-kind,"primary output",
synthesis,yosys_area,544,µm²
run,warnings,34,
synthesis,synth_area,544,µm²
run_status,violations,"negative setup slack",
detailed_routing,drtIter0Drc,6,
sta,fmaxAchievable,0.919,GHz
power_and_ir_drop,leakagePower,0.831,nW
synthesis,syn_inst,36,
detailed_routing,dr_total_vias,664,
placed_design,dpl.hpwl,2390,µm
floorplanning,die-area,0.00640,mm²
min_path,hold_class,"input pin to primary output",
synthesis,ys_cells,36,
worst_setup_path,critPathMaxStageDelay,0.30,ns
placed_design,dp.cells,177,
sta,setup_ws,-0.0883,ns
worst_setup_path,crit_type,"input pin to primary output",
final_layout,filler_cell_count,359,
grt,grt_overflow,0,
sta,rsz0062_at_grt,"true",
final_layout,fin_cells,180,
final_layout,area_delta_synth_final,179,%
sta,period_minus_slack,1.09,ns
sta,worst_slew_pin_slew,0.0829,ns
run,cap_viol_max_count,0,
detailed_routing,ant_nets,0,
worst_setup_path,worstPathMaxFanout,5,
worst_setup_path,slowest_stage,"mux2_4",
final_layout,register_area,0,µm²
final_layout,fin_util,44.4,%
worst_setup_path,startpoint_type,"input pin",
power_and_ir_drop,p_per_area,386,mW/mm²
floorplanning,die_w,80,µm
placed_design,place_ws,-0.496,ns
placed_design,port_buffers,97,
floorplanning,initial_core_util,15.9,%
final_layout,mostFrequentLayoutCells,"64 x dlygate4sd2_1, 32 x mux2_4, 19 x buf_6",
power_and_ir_drop,ir_drop,0.000172,V
sta,slew_viol_final,0,
worst_setup_path,cp_data_required_time,0.80,ns
sta,hold_violations,0,
floorplanning,die_y,80,µm
detailed_routing,wire_per_inst,15.2,µm
detailed_routing,drt-pass1-iter-count,2,
sta,slew_headroom,94.5,%
floorplanning,pin_count,97,
worst_setup_path,worstPathArrival,0.89,ns
grt,grt_pass1_vias,699,
final_layout,drive_gt1_share,52.2,%
grt,grt_first_pass_wirelength,3980,µm
placed_design,gp_congestion,0.775,
synthesis,synth_seq_share,0,%
final_layout,design.seq.count,0,
final_layout,lay_top_count,"dlygate4sd2_1",
detailed_routing,antenna_cells,0,
final_layout,clockBufferCount,0,
detailed_routing,vias_per_cell,3.69,
detailed_routing,drc,0,
grt,grt.total_usage,7.60,%
synthesis,ys_types,4,
floorplanning,core,0.00342,mm²
synthesis,yosys_warnings,0,
-- report_power, final --
part	leakage (nW)	total (mW)	switching (mW)	internal, mW
Sequential	0	0	0	0
Clock	0	0	0	0
Combinational	0.831	0.586	0.129	0.457
-- critical path: cells and delay by family --
kind | cells | cell delay, ns
buffers and inverters | 3 | 0.40
muxes | 1 | 0.30
-- metal layers --
layer  global-route usage, %  share of wire, %  wire [µm]
met3                    3.07                11        301
met5                       0                 0          0
met1                    8.97                40       1100
met2                    13.3                49       1340
met4                       0                 0          0
-- timing repair --
action	CTS	global route
buffers inserted	0	0
gates resized	187	4
setup endpoints to repair	32	32
cloned	2	1
-- cells in the mapped netlist --
cell	number	share of area (%)
buf_12	3	11
buf_6	1	2.1
mux2_2	2	4.1
mux2_4	30	83
-- final timing paths --
check | from | end | cells after the start
worst max-delay path | ALU_RESULT_SEL | ALU_SRC_B[18] | 4
worst min-delay path | EXTENDED_IMM_DATA[26] | ALU_SRC_B[26] | 3
-- final cells by class --
type                            count  area, µm²  area share, %
Tap cell                           46       57.6           3.79
Multi-Input combinational cell     32        480           31.7
Timing Repair Buffer              102        980           64.6
-- stage by stage --
stage,instance area [µm²],power (mW),TNS [ns],hold WS [ns]
2_1_floorplan,544,0.206,0,0.498
6_report,1520,0.586,-2.29,0.793
4_1_cts,1470,0.572,-2.41,0.798
3_5_place_dp,1520,0.649,-15.32,1.35
3_3_place_gp,1520,0.647,-15.28,1.35
5_1_grt,1520,0.629,-2.85,0.805
-- kinds of logic (layout without fill, tap and decap cells) --
family,after synthesis,in the layout,share of synthesized area [%]
multiplexers,32,32,86.9
buffers and inverters,4,102,13.1
Power figures rest on the tool's default switching activity, not on a simulated workload.
